[/design/flow/config.mk]
export PLATFORM = sky130hd
export DESIGN_NAME = shifter
export DESIGN_NICKNAME = shifter
export VERILOG_FILES = /design/flow/design.v
export SDC_FILE = /design/flow/constraint.sdc
export NUM_CORES = 4
export LEC_CHECK = 1
export CORE_AREA = 10 10 70 70
export DIE_AREA = 0 0 80 80
[/design/flow/constraint.sdc]
current_design shifter

set clk_period 2.0
set clk_io_pct 0.2

create_clock -name clk0 -period $clk_period

set non_clock_inputs [all_inputs -no_clocks]
set_input_delay [expr $clk_period * $clk_io_pct] -clock clk0 $non_clock_inputs
set_output_delay [expr $clk_period * $clk_io_pct] -clock clk0 [all_outputs]
[/design/flow/design.v]
`default_nettype none
`timescale 1ps/1ps
module shifter 
#(
	parameter BIT_COUNT = 8
)
(
	input  wire [BIT_COUNT-1:0] shift_in,
	input  wire [BIT_COUNT-1:0] shift_amount,  
	output wire [BIT_COUNT-1:0] shift_out
);
assign shift_out = shift_amount[BIT_COUNT-1] ? shift_in >> ((~shift_amount)+1) : shift_in << shift_amount;
endmodule
[/design/flow/run.sh]
#!/bin/bash
# OpenROAD 26Q1-2900-gdf79404cd8, Yosys 0.63+post, stock flow scripts
make -C /OpenROAD-flow-scripts/flow DESIGN_CONFIG=/design/flow/config.mk WORK_HOME=/design/flow/orfs finish
==> changes_impl.md <==
## Implementation

* Violations in the final reports: setup timing
* Clock period minus worst slack at 2.01 ns
* Synth mux share at 24.3%
* Classification of the worst-slack hold path: input pin to output port
* Top cells excl fill/tap: sky130_fd_sc_hd__buf_2 (11), sky130_fd_sc_hd__buf_4 (11), sky130_fd_sc_hd__clkdlybuf4s50_1 (6), sky130_fd_sc_hd__buf_6 (6)
* Count of vias placed by the detailed router at 484
* Number of maximum-capacitance constraint violations at 0
* Sequential cells at 0
* Global-route wire length before repair at 2530 microns
* Highest cell delay on the worst timing path at 0.51 ns
* Max-slew violation total from the final report at 0
* Biggest fanout along the worst timing path at 3
* Final wirelength at 1620 microns
* Via count of the first global-routing pass at 542
* Detailed-placement wirelength estimate at 1130 microns
* Worst endpoint data arrival time at 1.61 ns
* CLK BUF at 0
* Total antenna diodes in the routed design at 0
* Post-synthesis sequential area ratio at 0%
* Post-Synth Adder-Cell Area at 0%
* Total buffers and inverters traversed by the critical path at 2
* Count of input and output buffers at 24
* Post-Syn Area per Cell at 7.02 sq um
* Dominant combinational cell family by area after synthesis: simple AND/OR/NAND/NOR gates
* Fill cell count at 353
* Post-layout worst setup margin at -0.00668 ns
* Share of the synthesized area in the top cell type at 14.6%
* YS chip area at 309 sq um
* Netlist area before placement at 309 sq um
* Placement-stage cell area at 666 sq um
* Die x size at 80 microns
* Iteration tally of the first detailed-router pass at 4
* Setup crit start kind: input pin
* Static leakage power at 0.000370 uW
* Die Y at 80 microns
* Average routed wire per standard cell at 12.7 microns
* Vias per std cell at 3.81
* Largest net degree at the start of global routing at 8
* Worst vdd rail ir drop at 0.0000306 V
* Power per cell area at 166 nW/um^2
* Number of DRC violations after detailed-routing iteration 0 at 21
* Die Size at 6400 sq um
* Cell type of the slowest stage on the worst timing path: sky130_fd_sc_hd__clkdlybuf4s50_1
* And-or/or-and share of the synthesized area at 19.0%
* Highest clock rate at 498 MHz
* Unique cell types at 22
* Worst Max-Slew Pin Slew at 0.324 ns
* Core Density at Floorplan at 9.05%
* Family with the most delay on the worst path: buffers and inverters
* DP Worst Slack at -0.755 ns
* Status: finished with violations
* Yosys stat cell total at 44
* Number of remaining DRC errors at 0
* Post-layout period usage of the worst path at 100%
* Ordered cell list for the critical path: clkdlybuf4s50_1 -> mux2i_1 -> o21a_1 -> nor4_4 -> buf_2
* Yosys warning tally at 0
* Number of OpenROAD warnings at 34
* Std cell rows at 21
* Power after layout at 142 uW
* Data required time of the worst path at 1.60 ns
* Max_slew headroom at 78.4%
* Post-synthesis share of cell area spent on xor and xnor gates at 0%
* Synth area leaders: sky130_fd_sc_hd__mux2_2 (15%), sky130_fd_sc_hd__nor4_1 (10%), sky130_fd_sc_hd__mux2i_1 (9.7%)
* Setup repair after global routing missed its margin: true
* Placeable Area at 3420 sq um
* Final std cell area, no fill at 857 sq um
* Overall overflow remaining after global route at 0
* Library cell occupying the most area in the post-synthesis netlist: sky130_fd_sc_hd__mux2_2
* Final Hold Violating Endpoints at 0
* Simple-gate share of the synthesized area at 44.1%
* I/O pin count at 24
* Area taken by flip-flops and latches at 0 sq um
* Residual antenna-violating net count after detailed routing at 0
* Critical Path End Type: output port
* Critical setup path kind: input pin to output port
* Overall track demand over capacity in global routing at 4.71%
* Area growth from synthesis to layout at 177%
* Mapped Cells at 44
* Initial antenna violation count at 0
* Finish-stage setup viols at 1
* Fraction of final layout cells with drive strength greater than 1 at 63.0%
* Hold buffer count at CTS at 0
* Final weighted congestion in routability-driven placement at 0.818
## synthesized netlist by cell type
| cell | instances |
|---|---|
| sky130_fd_sc_hd__a2111oi_0 | 2 |
| sky130_fd_sc_hd__a211oi_1 | 2 |
| sky130_fd_sc_hd__a31oi_1 | 1 |
| sky130_fd_sc_hd__buf_2 | 1 |
| sky130_fd_sc_hd__buf_6 | 1 |
| sky130_fd_sc_hd__clkbuf_1 | 2 |
| sky130_fd_sc_hd__inv_1 | 4 |
| sky130_fd_sc_hd__mux2_2 | 4 |
| sky130_fd_sc_hd__mux2i_1 | 3 |
| sky130_fd_sc_hd__nand2_1 | 1 |
| sky130_fd_sc_hd__nand2b_1 | 2 |
| sky130_fd_sc_hd__nand2b_4 | 1 |
| sky130_fd_sc_hd__nand4_1 | 1 |
| sky130_fd_sc_hd__nor2_1 | 2 |
| sky130_fd_sc_hd__nor2b_1 | 4 |
| sky130_fd_sc_hd__nor3_1 | 1 |
| sky130_fd_sc_hd__nor3b_1 | 1 |
| sky130_fd_sc_hd__nor4_1 | 5 |
| sky130_fd_sc_hd__o21a_1 | 1 |
| sky130_fd_sc_hd__o22ai_1 | 2 |
| sky130_fd_sc_hd__or2_2 | 2 |
| sky130_fd_sc_hd__or4_4 | 1 |
## layout make-up
type / count / area [sq um] / area share, %
multi-input cells: 36 / 445 / 52.0
repair buffers: 41 / 339 / 39.6
well taps: 46 / 57.6 / 6.72
inverters: 4 / 15.0 / 1.75
## kinds of logic after synthesis
group	Yosys count
buffers and inverters	8
AND/OR/NAND/NOR	21
AND-OR/OR-AND	8
multiplexers	7
## layer usage
layer | track usage (%) | vias up | wire [microns]
li1 | - | 240 | -
met1 | 4.68 | 230 | 582
met2 | 8.99 | 14 | 857
met3 | 2.39 | 0 | 179
met4 | 0 | 0 | 0
met5 | 0 | - | 0
## final timing paths
path | slack [ns] | end | startpoint | depth (start not counted)
worst max-delay path | -0.007 | shift_out[5] | shift_in[0] | 5
worst min-delay path | 1.25 | shift_out[0] | shift_amount[5] | 5
## power breakdown
group | switching (uW) | internal [uW]
clock network | 0 | 0
logic | 64.3 | 77.9
registers | 0 | 0
total | 64.3 | 77.9
## stage by stage
| step | hold slack (ns) | setup TNS, ns | util, % | instances |
|---|---|---|---|---|
| global placement | 1.88 | -5.46 | 19.5 | 121 |
| detailed placement | 1.88 | -5.33 | 19.5 | 121 |
| CTS | 1.25 | -0.0592 | 22.1 | 127 |
| finish | 1.25 | -0.00668 | 25.1 | 127 |
| floorplan | 0.857 | 0 | - | 44 |
| global route | 1.27 | -0.193 | 25.1 | 127 |
## timing repair
item / 4_1_cts / 5_1_grt
cloned: 1 / 0
pin swaps: 5 / 4
buffers inserted: 5 / 0
hold endpoints to repair: 0 / 0
endpoints found under the setup margin: 8 / 7
gates resized: 63 / 17
No activity file was given, so power comes from the tool's default toggle rates.
