$ cat config.mk
export PLATFORM = sky130hd
export DESIGN_NAME = control
export DESIGN_NICKNAME = control
export VERILOG_FILES = /design/flow/design.v
export SDC_FILE = /design/flow/constraint.sdc
export NUM_CORES = 4
export LEC_CHECK = 1
export CORE_AREA = 10 10 70 70
export DIE_AREA = 0 0 80 80
$ cat run.sh
#!/bin/bash
# OpenROAD 26Q1-2900-gdf79404cd8, Yosys 0.63+post, stock flow scripts
make -C /OpenROAD-flow-scripts/flow DESIGN_CONFIG=/design/flow/config.mk WORK_HOME=/design/flow/orfs finish
$ cat design.v
`default_nettype none
`timescale 1ps/1ps
module control (
    input  wire [4:0]                 opcode,
    output reg  [8-1:0] alu_mode,
    output wire                       rf_write_en,  
    output wire                       rf_write_data_sel,  
    output wire                       rf_write_addr_sel,
    output wire                       alu_a_sel,    
    output wire                       alu_b_sel,    
    output wire                       mem_write_en
);
always @(*) begin
    case(opcode[4:1]) 
        4'b000? : alu_mode = 0;
        4'b001? : alu_mode = 1;
        4'b0100 : alu_mode = 2;
        4'b0101 : alu_mode = 3;
        4'b0110 : alu_mode = 4;
        4'b0111 : alu_mode = 5;
        4'b10?? : begin
            alu_mode = 6;
        end
        default : begin
            alu_mode = 0;
        end
    endcase
end
assign rf_write_en = ~opcode[4] | (opcode[4] & ~opcode[3] & ~opcode[2]);
assign rf_write_data_sel = opcode[4:1] == 4'b1001; 
assign rf_write_addr_sel = opcode[4] & ~opcode[3] & ~opcode[2];
assign alu_a_sel = (opcode[4] & opcode[3]) | (opcode == 5'b10001); 
assign alu_b_sel = (opcode[4] & opcode[3]) | (~opcode[4] & ~opcode[3] & opcode[1]);
assign mem_write_en = opcode[4:1] == 4'b1010;
endmodule
$ cat constraint.sdc
current_design control

set clk_period 1.0
set clk_io_pct 0.2

create_clock -name clk0 -period $clk_period

set non_clock_inputs [all_inputs -no_clocks]
set_input_delay [expr $clk_period * $clk_io_pct] -clock clk0 $non_clock_inputs
set_output_delay [expr $clk_period * $clk_io_pct] -clock clk0 [all_outputs]
==> impl_metrics.tcl <==
# implementation run metrics
set metrics [dict create \
    status "finished, violations left" \
    violations "negative setup slack" \
    cp_slowest_cell "nand2b_4" \
    crit_chain "buf_8 > nand2b_4 > buf_6 > nor3b_2 > buf_2" \
    finalWirelength_um 748 \
    start_kind "input pin" \
    design.seq.count 0 \
    fin_util_pct 12.6 \
    vias_per_cell 2.52 \
    nClkBuffers 0 \
    cap_viol_max_count 0 \
    drt_iter0_drc 3 \
    rsz0062_at_grt "true" \
    crit_required_ps 800 \
    ios 19 \
    ir_worst_vdd_uv 54.4 \
    grt_busiest_layer "met1" \
    antenna_left 0 \
    top_cells_by_area "buf_4 (25%), o21ai_0 (13%), nand2b_4 (9.0%)" \
    max_stage_delay_ps 150 \
    yosysSeqAreaShare_pct 0 \
    grt_overflow 0 \
    worst-path-buf-inv 3 \
    route.detailed.drc 0 \
    finalMaxSlewViolations 0 \
    fmax_ghz 0.989 \
    setup_viol 1 \
    critical_path_class "input pin to output port" \
    die_h_um 80 \
    warnings 34 \
    hp-start "opcode[1]" \
    antenna_found_initial 0 \
    netlist_instances 22 \
    powerDensity_nw_per_um2 334 \
    min_to "mem_write_en" \
    leakage_nw 0.206 \
    die_w_um 80 \
    regArea_um2 0 \
    avgSynthCellArea_um2 6.94 \
    end_kind "output port" \
    syn-cell-area_um2 153 \
    vias 234 \
    whs_path_depth 3 \
    layout_setup_ws_ps -11.1 \
    yosysTopAreaCell "buf_4" \
    drive_gt1_share_pct 76.6 \
    grt_util_met2_pct 3.05 \
    startpoint "opcode[3]" \
    tns_ps -11.1 \
    dr.pass1.iters 2 \
    place_congestion 0.724 \
    chip_area_um2 6400 \
    final.min_clock_period_ps 1010 \
    place_area_um2 350 \
    rows 21 \
    grtUsageMet3_pct 0.795 \
    crit_fanout 5 \
    grt_start_max_net_pins 6 \
    ys_area_um2 153 \
    diodes 0 \
    coreArea_um2 3420 \
    cp_data_arrival_time_ps 810 \
    top_cell_area_share_pct 24.6 \
    dp_hpwl_um 551 \
    area_growth_pct 183 \
    ys_cells 22 \
    initCoreUtil_pct 4.47 \
    io_buffers 14 \
    yosys_warnings 4 \
    use_met1_pct 3.16 \
    finalClockPeriodUsage_pct 101 \
    hold_violations 0 \
    fin_area_um2 432 \
    grt_pass1_vias 232 \
    crit_family "buffers and inverters" \
    hold_class "input pin to output port" \
    wl_per_cell_um 8.04 \
    ys_types 14 \
    grt_use_total_pct 2.15 \
    grt_pass1_wl_um 1180 \
]
-- cell families after synthesis --
kind of cell,after synthesis,share of synthesized area (%)
AND-OR/OR-AND,5,21.3
AND/OR/NAND/NOR,9,42.6
multiplexers,1,6.56
buffers and inverters,6,27.0
other,1,2.46
-- metrics by stage --
stage	setup slack, ps	power (mW)	cells	hold slack [ps]
after floorplan	364	0.0362	26	412
after CTS	-31.4	0.149	94	701
after global placement	-808	0.112	84	1340
after global routing	-51.4	0.159	93	726
final	-11.1	0.144	93	706
after detailed placement	-853	0.112	84	1330
-- power breakdown --
part           leakage [nW]  internal, mW  switching (mW)
clock network             0             0               0
logic                 0.206        0.0898          0.0544
registers                 0             0               0
-- metal layers --
layer  wire length, µm  share of wire (%)  vias up
li1                  -                  -      117
met1               343                 46      104
met2               321                 43       13
met3                84                 11        0
met4                 0                  0        0
met5                 0                  0        -
-- synth_stat cells (all sizes together) --
cell type	n
buf	5
o21ai	4
nand2b	3
nand2	2
nor3b	2
conb	1
inv	1
mux2i	1
nor2	1
nor3	1
o31ai	1
-- how the worst max path moves through the flow --
stage	endpoint	slack, ps	depth (start not counted)
finish	rf_write_data_sel	-10	5
global route	rf_write_data_sel	-50	6
CTS	rf_write_data_sel	-30	5
-- final cells by class --
type / instances / area [µm²]
timing repair buffer: 26 / 206
tap: 46 / 57.6
multi-input combinational: 20 / 164
inverter: 1 / 3.75
fill: 391 / 2980
-- layout by cell type (no fill, tap or decap) --
cell type	n
buf_8	2
o21ai_2	3
nor3_2	1
buf_4	8
buf_2	9
inv_2	1
o31ai_4	1
mux2i_1	1
clkdlybuf4s15_1	1
nand2_1	1
conb_1	5
nand2b_4	2
nor2_1	1
nor3b_2	2
nand2_2	1
nand2b_1	1
buf_6	5
clkbuf_2	1
o21ai_1	1
-- what timing repair did --
item                                    4_1_cts  5_1_grt
endpoints found under the setup margin        9        7
setup buffers                                10        0
pin swaps                                     7        3
hold buffers                                  0        0
gates resized                                65        4
Power and IR drop assume default switching activity.
